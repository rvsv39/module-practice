File: /design/flow/design.v
module matrix_transposer(
    input  wire          clk,
    input  wire          rst_n,
    input  wire [31:0]   m_data,
    input  wire          m_valid,
    output wire          m_ready,
    output reg  [31:0]   m2f_data,
    output reg           m2f_valid,
    input  wire          f2m_ready 
);
reg        sel;  
reg [31:0] buff[4][2];
reg [1:0]  cnt_in;
reg [1:0]  cnt_out;
assign m_ready = f2m_ready;  
wire up_fire = m_valid && m_ready;
always @(posedge clk) begin
    if (up_fire) begin
        buff[cnt_in][sel] <= m_data;
    end
end
always @(posedge clk or negedge rst_n) begin
    if (!rst_n) begin
        cnt_in <= 0;
    end else begin
        if (up_fire) begin
            cnt_in <= cnt_in + 1'd1;
        end
    end
end
always @(posedge clk or negedge rst_n) begin
    if (!rst_n) begin
        sel <= 0;
    end else begin
        if (cnt_in == 2'd3 && m_valid) begin
            sel <= ~sel;
        end
    end
end
always @(posedge clk or negedge rst_n) begin
    if (!rst_n) begin
        cnt_out <= 0;
    end else begin
        if (m2f_valid) begin
            cnt_out <= cnt_out + 1'd1;
        end
    end
end
always @(posedge clk or negedge rst_n) begin
    if (!rst_n) begin
        m2f_valid <= 0;
    end else begin
        if (cnt_in == 2'd3 && m_valid) begin
            m2f_valid <= 1'd1;
        end else if (cnt_out == 2'd3) begin
            m2f_valid <= 1'd0;
        end
    end
end
always @(*) begin
    m2f_data = 32'd0;
    if (m2f_valid) begin
        m2f_data = {
            buff[3][~sel][cnt_out * 8 +: 8], 
            buff[2][~sel][cnt_out * 8 +: 8], 
            buff[1][~sel][cnt_out * 8 +: 8], 
            buff[0][~sel][cnt_out * 8 +: 8]
        };
    end
end
endmodule
File: /design/flow/run.sh
#!/bin/bash
# OpenROAD 26Q1-2900-gdf79404cd8, Yosys 0.63+post, stock flow scripts
make -C /OpenROAD-flow-scripts/flow DESIGN_CONFIG=/design/flow/config.mk WORK_HOME=/design/flow/orfs finish
File: /design/flow/config.mk
export PLATFORM = sky130hd
export DESIGN_NAME = matrix_transposer
export DESIGN_NICKNAME = matrix_transposer
export VERILOG_FILES = /design/flow/design.v
export SDC_FILE = /design/flow/constraint.sdc
export NUM_CORES = 4
export LEC_CHECK = 1
export CORE_UTILIZATION = 30
export SYNTH_HDL_FRONTEND = slang
File: /design/flow/constraint.sdc
current_design matrix_transposer

set clk_period 13.9
set clk_io_pct 0.2

create_clock -name clk0 -period $clk_period [get_ports {clk}]

set non_clock_inputs [all_inputs -no_clocks]
set_input_delay [expr $clk_period * $clk_io_pct] -clock clk0 $non_clock_inputs
set_output_delay [expr $clk_period * $clk_io_pct] -clock clk0 [all_outputs]
==> impl_metrics.toml <==
# implementation run metrics
[outcome]
status = "complete, no violations"

[worst_setup_path]
rr_startpoint = "sel"
cp_slowest_cell = "clkdlybuf4s50_1"
worstPathArrival_ns = 3.79
crit_fanout = 4
startpoint_type = "input port"
timing_worst_setup_path_type = "input port to output port"
r2r_slack_ns = 11.50
worstSetupStartpoint = "f2m_ready"
cpMostUsedCell = "clkdlybuf4s50_1"
critical_path_buf_inv_count = 2
crit_family = "buffers and inverters"
end_kind = "output port"
worstRegToRegCells = 4
path_cells = "clkdlybuf4s50_1 > clkdlybuf4s50_1"
critPathRequiredTime_ns = 11.12
r2r_end = "buff[1][2]"
cpPeakStageDelay_ns = 0.53

[flow_run]
warnings = 28
maxCapViolCount = 0

[floorplan]
io_pins = 70
die_width_um = 185
core-area_sq_um = 32800
die_area_sq_um = 34300
fp_util_pct = 30.7
row_count = 66
die_h_um = 185

[clock_tree]
clk_pin_slew_ns = 0.06
cts_max_path_buffers = 3
cts.repair.resized = 0
h-tree-depth = 1
numCtsBuffers = 25
clock_latency_ns = 0.52
cts_tree = "yes"
post_cts_buffers = 0
root_buffer = "clkbuf_16"
cts.sinks = 262
cts-hold-fix-buffers = 0

[routing]
wl_um = 19300
viasPerCell = 4.61
dr.first_iter.drc_count = 302
wl_per_cell_um = 19.6
dr.pass1.iters = 4
vias = 4536
ant_nets = 0
drc = 0
diodes = 0

[worst_hold_path]
hold_start = "m2f_valid"
worstHoldPathType = "register to register"
hold_end = "cnt_out[0]"
hold_depth = 1

[logic_synthesis]
ys_top_cells_by_area = "edfxtp_1 (76%), mux4_2 (14%), mux2i_1 (3.2%)"
yosys-stat-area_sq_um = 10100
ys_async_sr_fraction_pct = 2.29
common_cells = "edfxtp_1 (256), mux4_2 (64), nor2_1 (40), mux2i_1 (32), buf_2 (11)"
avgSynthCellArea_sq_um = 22.8
top_cell_area_share_pct = 76.4
flop_cell = "edfxtp_1"
top_area_cell = "edfxtp_1"
synth_cell_type_count = 18
synthesis.instances = 441
synth_flop_count = 262
ys_warn_count = 0
ys_cells = 441
edf_count = 256
yosys.stat.seqShare_pct = 77.9
syn-cell-area_sq_um = 10100
synth.most_common_cell = "edfxtp_1"

[layout]
final_util_pct = 36.9
drive_gt1_share_pct = 23.2
finalNonFillerCells = 985
nFillCells = 2924
area_growth_pct = 20.4

[grt]
grt_pass1_vias = 5286
grtUsageTotal_pct = 12.5
antenna_found_initial = 0
grt_max_degree = 41
overflow = 0
grt_pass1_wl_um = 29500

[final_timing]
fmax_mhz = 152
slew_headroom_pct = 44.5
fin_skew_ns = 0.0132
setup_tns_ns = 0
hold_viol = 0
maxSlewViolCount = 0
rsz0062_at_grt = "no"
min_period_over_period_pct = 47.3
min_period_ns = 6.57
setup_viol = 0
tightest_slew_ns = 0.832

[placement]
placedCellCount = 942
port_buffers = 69
place.detailed.hpwl_um = 11200
place.gp.congestion = 0.781

[pwr]
power_mw = 2.26
p_leak_nw = 3.84
irDropWorstVdd_mv = 0.194
powerDensity_nw_per_um2 = 186
cell usage in the layout (no fill, tap or decap), drive strengths merged:
| cell type | Yosys | routed |
|---|---|---|
| buf | 18 | 12 |
| bufinv | 0 | 3 |
| clkbuf | 4 | 28 |
| clkdlybuf4s50 | 0 | 69 |
| clkinv | 0 | 9 |
| clkinvlp | 0 | 2 |
| dfrtp | 6 | 6 |
| edfxtp | 256 | 256 |
| ha | 5 | 5 |
| inv | 3 | 4 |
| mux2 | 2 | 2 |
| mux2i | 32 | 32 |
| mux4 | 64 | 64 |
| nand2 | 6 | 6 |
| nand2b | 1 | 1 |
| nor2 | 40 | 40 |
| o21ai | 1 | 1 |
| xnor2 | 2 | 2 |
| xor2 | 1 | 1 |
area by class of cell:
cell class | count | area, sq um | share of cell area [%]
inverter | 3 | 11.3 | 0.0930
clock buffer | 28 | 637 | 5.26
clock inverter | 15 | 166 | 1.37
sequential | 262 | 7840 | 64.8
tap | 442 | 553 | 4.57
timing repair buffer | 81 | 781 | 6.45
multi-input combinational | 154 | 2120 | 17.5
registers in the layout, summed over array words and instances (netlist names):
register / cells
buff: 256
cnt_in: 2
cnt_out: 2
m2f_valid: 1
sel: 1
kinds of logic (layout without fill, tap and decap cells):
family	after synthesis	count (layout)	share of synthesized area, %
AND/OR/NAND/NOR	47	47	1.78
adder cells (fa/ha/maj)	5	5	0.622
multiplexers	98	98	17.7
flip-flops	262	262	77.9
AND-OR/OR-AND	1	1	0.0497
buffers and inverters	25	127	1.63
XOR/XNOR	3	3	0.261
power by group:
group | total (mW) | switching (mW) | internal, mW
sequential | 0.996 | 0.0590 | 0.937
combinational | 0.601 | 0.263 | 0.338
clock | 0.657 | 0.271 | 0.386
total | 2.26 | 0.594 | 1.66
per-stage QoR:
step           area, sq um  hold WS [ns]  setup WS (ns)
2_1_floorplan        10100         0.471           8.24
3_3_place_gp         11300         0.510           7.34
3_5_place_dp         11300         0.525           7.33
4_1_cts              12100         0.532           7.33
5_1_grt              12100         0.563           7.28
6_report             12100         0.527           7.33
how the worst max path moves through the flow:
stage	end	slack [ns]	cells after the start
4_1_cts	m_ready	7.33	2
5_1_grt	m_ready	7.28	2
6_report	m_ready	7.33	2
routing by layer:
layer	global-route usage (%)	share of wire, %	wire [um]
met3	8.90	15	2840
met4	2.15	1.6	306
met1	14.7	35	6800
met5	0	0	0
met2	19.3	48	9330
No activity file was given, so power comes from the tool's default toggle rates.
