<file path="design/flow/run.sh">
#!/bin/bash
# OpenROAD 26Q1-2900-gdf79404cd8, Yosys 0.63+post, stock flow scripts
make -C /OpenROAD-flow-scripts/flow DESIGN_CONFIG=/design/flow/config.mk WORK_HOME=/design/flow/orfs finish
</file>
<file path="design/flow/config.mk">
export PLATFORM = sky130hd
export DESIGN_NAME = sync_fifo
export DESIGN_NICKNAME = sync_fifo
export VERILOG_FILES = /design/flow/design.v
export SDC_FILE = /design/flow/constraint.sdc
export NUM_CORES = 4
export LEC_CHECK = 1
export CORE_UTILIZATION = 40
export SYNTH_HDL_FRONTEND = slang
</file>
<file path="design/flow/constraint.sdc">
current_design sync_fifo

set clk_period 3.5
set clk_io_pct 0.2

create_clock -name clk0 -period $clk_period [get_ports {clk}]

set non_clock_inputs [all_inputs -no_clocks]
set_input_delay [expr $clk_period * $clk_io_pct] -clock clk0 $non_clock_inputs
set_output_delay [expr $clk_period * $clk_io_pct] -clock clk0 [all_outputs]
</file>
<file path="design/flow/design.v">
module sync_fifo #(
    parameter WIDTH = 8,
    parameter DEPTH = 16
) (
    input                       clk         ,
    input                       rstn        ,    
    input       [WIDTH-1:0]     data_in     ,    
    input                       wr_en       ,    
    input                       rd_en       ,    
    output  reg    [WIDTH-1:0]  data_out    ,
    output  wire                fifo_empty  ,
    output  wire                fifo_full
);
reg [clog(DEPTH) : 0] wr_ptr;  
reg [clog(DEPTH) : 0] rd_ptr;
wire full = (wr_ptr[clog(DEPTH) - 1 : 0] == rd_ptr[clog(DEPTH) - 1 : 0]) &&
            (wr_ptr[clog(DEPTH)] != rd_ptr[clog(DEPTH)]);
wire empty = wr_ptr == rd_ptr;
assign fifo_full = full;
assign fifo_empty = empty;
always @(posedge clk or negedge rstn) begin
    if (!rstn) begin
        wr_ptr <= '0;
    end else begin
        if (wr_en && !full) begin
            wr_ptr <= wr_ptr + 1;
        end
    end
end
always @(posedge clk or negedge rstn) begin
    if (!rstn) begin
        rd_ptr <= '0;
    end else begin
        if (rd_en && !empty) begin
            rd_ptr <= rd_ptr + 1;
        end
    end
end
reg [WIDTH - 1 : 0] ram [0 : DEPTH - 1];
always @(posedge clk) begin
    if (wr_en) begin
        ram[wr_ptr[clog(DEPTH) - 1 : 0]] <= data_in;
    end
end
always @(posedge clk) begin
    if (rd_en) begin
        data_out <= ram[rd_ptr[clog(DEPTH) - 1 : 0]];
    end
end
function integer clog (input integer depth);  
    for (clog = 0; depth - 1 > 0; clog = clog + 1) begin
        depth = depth >> 1;
    end
endfunction
endmodule
</file>
==> Changelog: implementation <==
### Physical design

* Slew @ Worst Pin at between 800 and 900 ps
* Status: completed
* Yosys cell count at 288
* Final period utilization at 0.8362
* WP data arrival at 2230 ps
* Routed Wire Length at between 10 and 15 mm
* Chip Width at around 120 um
* Post_cts resized at 0
* Hold Vio Cnt, Final at 0
* Setup bufs post-CTS at 0
* ANT cells at 0
* Crit Reg-Reg Endpoint: data_out[7]
* Worst setup SP type: register
* Synth warnings at 0
* Cell leakage power at 2.212 nW
* Worst slew margin at 0.4481
* Worst Setup SP: wr_ptr[2]
* Avg WL per Cell at between 20 and 25 um
* RSZ-0062 raised after global routing: no
* # IOs at 22
* Final min period at 2927 ps
* Flop2flop setup slack at about 1200 ps
* Largest net degree at the start of global routing at 36
* CP max FO at 12
* Vias at 2737
* Number of enable flip-flop cells at 136
* Die H at 122.5 um
* Clock root cell: clkbuf_16
* Count of different cell masters after synthesis at 31
* Area reported by Yosys stat at 5806 um2
* VDD IR max at about 0.00041 V
* Worst Skew at 5.113 ps
* Initial DRC count at roughly 160
* Reg2Reg Depth at 4
* P per Cell Area at a little over 800 nW/um2
* Hold Path Class: reg2reg
* 1st-pass router iterations at 4
* Vias in the first global route at around 3000
* Chip Area at 15000 um2
* Post-synth seq share at 0.7466
* Depth of the CTS H-tree at 4
* Critical Path Sink Type: output port
* Final setup vio count at 0
* # rows at 43
* Reg-to-Reg Start: rd_ptr[1]
* FMAX at ~0.34 GHz
* # DRC at 0
* Synth Cell Area at 5806 um2
* Layout cell share with drive strength beyond 1 at 0.1606
* Final ANT Viol Nets at 0
* Vias per cell at roughly 5.4
* Placed cell count at roughly 480
* CP Class: reg2out
* Dpl hpwl at 6.784 mm
* OpenROAD warnings at 28
* Init Core Util at 0.4134
* Total congestion overflow at 0
* GR Util All Layers at 0.1758
* Clk buf depth at 2
* Clock Pin Slew Worst Setup and Hold Paths at approximately 60 ps
* Post-route insts no fill at 510
* First-pass GRT wire length at ~17 mm
* Post-synthesis average cell area at 20.16 um2
* Flops after synth at ~150
* # port buffers at 21
* Max-cap violation count at 0
* Core area at 14040 um2
* CTS Sinks at roughly 150
* Post-synth ARST share at 0.06849
* CP required at ~2800 ps
* Area grow syn2layout at 15.88%
* End point of the critical path: fifo_full
* Tot Pwr at about 5.5 mW
* CTS Buf Count at 17
* Hold_buf cts at 0
* Setup TNS at 0 ps
* CTS tree: built
* Max-slew violations at 0
* Synth Flop Type: edfxtp_1
* Routability Congestion at 0.7946
* Post-synthesis cell count at between 200 and 300
* Later-pin clock latency in the skew report at 410 ps
* Initial antenna violation count at 0
[layout make-up]
class | instances | area [um2]
Inverter | 2 | 7.507
Tap cell | 180 | 225.2
Clock buffer | 17 | 425.4
Timing Repair Buffer | 26 | 247.7
Sequential cell | 146 | 4335
Clock inverter | 14 | 122.6
Fill cell | 1090 | 7315
Multi-Input combinational cell | 125 | 1364
[metrics by stage]
stage / setup WS (ps) / cell area [um2] / hold WS [ps] / util
after global routing: 431.0 / 6728 / 591.6 / 0.4791
after floorplan: 1731 / 5806 / 404.4 / -
after detailed placement: 916.6 / 6180 / 552.4 / 0.4401
final: 573.5 / 6728 / 561.8 / 0.4791
after global placement: 945.8 / 6180 / 536.3 / 0.4401
after CTS: 562.6 / 6728 / 561.8 / 0.4791
[worst min-delay path by stage]
stage	startpoint	endpoint	slack [ps]	depth (start not counted)
4_1_cts	wr_ptr[4]	wr_ptr[4]	560	1
5_1_grt	rd_ptr[4]	rd_ptr[4]	590	2
6_report	wr_ptr[4]	wr_ptr[4]	560	1
[state kept, by name, indices dropped and copies added, names as in the netlist]
register  cells
ram         128
rd_ptr        5
data_out      8
wr_ptr        5
[cells in the mapped netlist, types with 2 or more instances]
cell / n / area, um2
nor2_1: 18 / 67.56
o211ai_1: 2 / 15.01
nor3_1: 3 / 15.01
ha_1: 5 / 62.56
mux4_2: 18 / 405.4
nor2b_1: 2 / 12.51
clkbuf_1: 3 / 11.26
and2_1: 2 / 12.51
buf_6: 2 / 22.52
edfxtp_1: 136 / 4084
buf_2: 6 / 30.03
nand2_1: 16 / 60.06
o21ai_0: 2 / 10.01
a22oi_1: 16 / 120.1
nand2b_1: 5 / 31.28
mux4_1: 14 / 367.9
o21ai_1: 2 / 10.01
dfrtp_1: 10 / 250.2
nand4_1: 2 / 12.51
inv_1: 2 / 7.510
xnor2_1: 12 / 105.1
[cell families after synthesis]
| kind of cell | Yosys count | synth area share |
|---|---|---|
| and+or+nand+nor | 49 | 0.03793 |
| muxes | 34 | 0.1371 |
| xor gates and xnor gates | 13 | 0.01961 |
| adders and majority gates | 5 | 0.01078 |
| DFF | 146 | 0.7466 |
| AOI/OAI and AO/OA | 24 | 0.02953 |
| buffers and inverters | 17 | 0.01853 |
[power breakdown]
group,switching [mW],internal (mW),total (mW)
sequential,0.142,2.21,2.35
clock,0.635,1.02,1.66
combinational,0.765,0.685,1.45
[cell usage in the layout, fill, tap and decap left out, types with 3 or more instances in the layout]
master / n
a22oi_1: 16
buf_4: 5
clkbuf_16: 17
clkdlybuf4s50_1: 21
clkinv_1: 4
clkinv_2: 5
clkinvlp_4: 3
dfrtp_1: 9
edfxtp_1: 136
ha_1: 5
mux4_1: 14
mux4_2: 18
nand2_1: 16
nand2b_1: 5
nor2_1: 18
nor3_1: 3
xnor2_1: 12
[worst max-delay path: stages, from the launching register on]
cell and delay, ps:
dfrtp_1 560, xnor2_1 170, nand4_1 390, nor2_1 210
clkdlybuf4s50_1 480
[layer usage]
metal  GRT usage  up-vias  part of all wire
met1      0.2520     1397              0.41
met4     0.03354        2             0.022
met5     0.02083        -            0.0037
met2      0.2651       87              0.49
li1            -     1231                 -
met3     0.08634       20             0.077
Power is estimated from default activity; no workload was simulated.
