**/design/flow/design.v**
```verilog
module parser(
    input wire          clk,
    input wire          rst_n,
    input wire  [7:0]   data,
    input wire          data_valid,
    output reg          out_valid,
    output reg [7:0]    date [8],
    output reg [7:0]  price[2],
    output reg [7:0]  num[2]
);
localparam logic [7:0] HEAD[4] = {8'h11, 8'h11, 8'h11, 8'h11};
localparam logic [7:0] TAIL[4] = {8'h00, 8'h11, 8'h00, 8'h11};
localparam logic [1:0] IDLE = 2'b01;
localparam logic [1:0] WORK = 2'b10;
reg [1:0] cur_state, nxt_state;
always @(posedge clk) begin
    if (!rst_n) begin
        cur_state <= IDLE;
    end else begin
        cur_state <= nxt_state;
    end
end
reg [31:0] shft_reg;
always @(posedge clk) begin
    if (!rst_n) begin
        shft_reg <= '0;
    end else begin
        shft_reg <= data_valid ? {shft_reg[23:0], data} : shft_reg;
    end
end
wire to_work = shft_reg[0  +: 8] == HEAD[3] &&
               shft_reg[8  +: 8] == HEAD[2] &&
               shft_reg[16 +: 8] == HEAD[1] &&
               shft_reg[24 +: 8] == HEAD[0] ;
wire to_idle = shft_reg[0  +: 8] == TAIL[3] &&
               shft_reg[8  +: 8] == TAIL[2] &&
               shft_reg[16 +: 8] == TAIL[1] &&
               shft_reg[24 +: 8] == TAIL[0] ;
always @(*) begin
    unique case (cur_state)
        IDLE: begin
            nxt_state <= to_work ? WORK : cur_state;
        end
        WORK: begin
            nxt_state <= to_idle ? IDLE : cur_state;
        end
    endcase
end
reg [3:0] cnt;
always @(posedge clk) begin
    if (!rst_n) begin
        cnt <= '0;
    end else begin
        if (cur_state == WORK && data_valid) begin
            cnt <= cnt + 1;
        end else if (cur_state == IDLE) begin
            cnt <= '0;
        end
    end
end
always @(posedge clk) begin
    if (cur_state == WORK && data_valid) begin
       case (cnt) inside
        [4'h0 : 4'h7]: begin
            date[cnt] <= data;
        end
        [4'h8 : 4'h9]: begin
            price[cnt - 4'd8] <= data;
        end
        [4'ha : 4'hb]: begin
            num[cnt - 4'd10] <= data;
        end
       endcase
    end
end
endmodule
```
**/design/flow/constraint.sdc**
```tcl
current_design parser

set clk_period 2.3
set clk_io_pct 0.2

create_clock -name clk0 -period $clk_period [get_ports {clk}]

set non_clock_inputs [all_inputs -no_clocks]
set_input_delay [expr $clk_period * $clk_io_pct] -clock clk0 $non_clock_inputs
set_output_delay [expr $clk_period * $clk_io_pct] -clock clk0 [all_outputs]
```
**/design/flow/config.mk**
```make
export PLATFORM = sky130hd
export DESIGN_NAME = parser
export DESIGN_NICKNAME = parser
export VERILOG_FILES = /design/flow/design.v
export SDC_FILE = /design/flow/constraint.sdc
export NUM_CORES = 4
export LEC_CHECK = 1
export CORE_UTILIZATION = 40
export SYNTH_HDL_FRONTEND = slang
```
**/design/flow/run.sh**
```bash
#!/bin/bash
# OpenROAD 26Q1-2900-gdf79404cd8, Yosys 0.63+post, stock flow scripts
make -C /OpenROAD-flow-scripts/flow DESIGN_CONFIG=/design/flow/config.mk WORK_HOME=/design/flow/orfs finish
```
==> impl_metrics.yaml <==
# synthesis and place-and-route metrics
clock_network:
  ctsLongestPathBuffers: 2
  postCtsHoldBufs: 0
  root_buffer: "clkbuf_16"
  clock.latency.late_pin_ps: 410
  path_clk_slew_ps: 60
  post-cts-setup-buffers: 0
  cts.sinks: 134
  cts_buffers: 17
  cts_tree: "built"
  htreeDepth: 4
power:
  seqPwrFrac_pct: 49.6
  p_total_uw: 5270
  leakagePower_uw: 0.00229
  p_clk_share_pct: 48.0
  vdd_ir_drop_max_mv: 0.452
  cellPowerDensity_nw_per_um2: 810
  comb_power_share_pct: 2.4
  p_sw_share_pct: 21.1
  cell_internal_pwr_uw: 4160
  p_sw_uw: 1110
yosys:
  syn-instance-count: 279
  syn_area_per_cell_um2: 16.8
  yosys_area_um2: 4690
  synth-seq-cells: 134
  synth_area_um2: 4690
  ys_cells: 279
  synthDistinctLibCells: 28
  seq_area_frac_synth_pct: 77.8
  synth.yosys.warnings: 1
timing:
  tns_ps: 0
  worst_pin_slew_ps: 664
  finalClockSkew_ps: 6.37
  hold_viol: 0
  setup_viol: 0
  period_needed_ps: 1930
  finalCritPeriodShare_pct: 83.7
  fin_ws_ps: 374
  slew_viol_final: 0
  rsz0062_at_grt: "false"
  slew_headroom_pct: 55.6
  fmax_mhz: 519
routing:
  wl_met2_um: 4370
  routed_wl_um: 8980
  drt_iter0_drc: 85
  drcViolationCount: 0
  wl_met1_um: 3710
  highest-signal-layer: "met4"
  vias_per_cell: 4.80
  drt_first_pass_iters: 4
  via_count: 2684
  antenna_cells: 0
  ant_nets: 0
  wl_per_cell_um: 16.1
  met3WireLength_um: 787
layout:
  layout_top_cell: "clkdlybuf4s50_1"
  seqCellArea_um2: 3640
  n_fill_cell: 890
  area_growth_pct: 38.9
  lay_top_cells: "clkdlybuf4s50_1 (105), edfxtp_1 (96), dfxtp_1 (38)"
  logic_area_um2: 987
  finish.utilization_pct: 57.0
  largest_reg_flops: 64
  stdcell_area_um2: 6510
  layout-drive-gt1-share_pct: 10.8
setup_path:
  end_kind: "flop"
  path_class: "flop to flop"
  r2r-end: "num[8]$_DFFE_PP_"
  crit_fanout: 9
  rrSetupSlack_ps: 370
  r2r-start: "cnt[0]$_SDFFE_PN0P_"
  crit_path_start_kind: "flop"
  slowest_delay_ps: 480
  critical_path.cell_chain: "inv_1 > ha_1 > nor2_1 > nand2_1 > nor4_1 > and2_2"
  reg2reg_depth: 6
  required_ps: 2390
  critPathSlowestCell: "dfxtp_1"
  arrival_ps: 2020
placed_design:
  place_ws_ps: 273
  hpwl_um: 6120
  routabilityCongestion: 0.834
  place_area_um2: 5940
  port_buffers: 106
global_route:
  grt_pass1_vias: 2523
  gr-total-overflow: 0
  grt_pass1_wl_um: 13500
  antenna_found_initial: 0
  grt_max_degree: 33
  grt_usage_pct: 16.3
die:
  die_w_um: 110
  core-area_um2: 11400
  rows: 39
  die_h_um: 110
  initCoreUtil_pct: 41.0
  dieArea_um2: 12200
  top_level_ports: 108
min_path:
  holdPathEnd: "shft_reg[29]$_SDFFE_PN0P_"
  hold_path_class: "flop to flop"
  hold_depth: 2
  min_from: "shft_reg[29]$_SDFFE_PN0P_"
run:
  warnings: 31
  max_cap_violations: 0
run_status:
  status: "finished clean"
## routing by layer
| layer | up-vias | global-route usage (%) |
|---|---|---|
| met2 | 114 | 26.2 |
| met4 | 0 | 1.69 |
| met1 | 1274 | 23.2 |
| li1 | 1282 | - |
| met3 | 14 | 6.83 |
| met5 | - | 0 |
## worst max-delay path: cells and delay by family, from the launching register on
kind / cells / cell delay, ps
AND/OR/NAND/NOR: 4 / 750
flip-flops: 1 / 480
adder cells (fa/ha/maj): 1 / 230
buffers and inverters: 1 / 150
## final cells by class
class                   count  area share [%]
repair buffers            114            17.1
flip-flops and latches    134            56.0
well taps                 143            2.75
inverters                   4           0.231
clock inverters            15            2.19
clock buffers              17            6.54
multi-input cells         132            15.2
## synthesized netlist by cell type
cell | instances | area (µm²)
and2_1 | 9 | 56.3
or4_1 | 2 | 15.0
a21boi_0 | 2 | 15.0
o31ai_1 | 1 | 7.51
edfxtp_1 | 96 | 2880
nand3_1 | 3 | 15.0
buf_2 | 4 | 20.0
nor4b_2 | 2 | 30.0
nor4_1 | 4 | 25.0
a21oi_1 | 5 | 25.0
dfxtp_1 | 38 | 761
nor2_1 | 6 | 22.5
conb_1 | 1 | 3.75
mux2i_1 | 32 | 320
or3_1 | 1 | 6.26
inv_1 | 4 | 15.0
nand2_1 | 6 | 22.5
nand4_1 | 2 | 12.5
nor4b_1 | 2 | 17.5
and2_0 | 1 | 6.26
ha_1 | 9 | 113
clkbuf_1 | 4 | 15.0
nor2b_1 | 33 | 206
nor3_1 | 6 | 30.0
o21ai_0 | 3 | 15.0
buf_4 | 1 | 7.51
nor4_2 | 1 | 12.5
nand3b_1 | 1 | 7.51
## kinds of logic after synthesis
kind of cell,synth area share (%)
adders and majority gates,2.40
DFF,77.8
buffers and inverters,1.23
muxes,6.84
and+or+nand+nor,10.4
AOI/OAI and AO/OA,1.33
other,0.0800
## power by group through the flow
| stage | sequential [µW] | combinational (µW) | clock (µW) |
|---|---|---|---|
| 4_1_cts | 2620 | 128 | 2580 |
| 5_1_grt | 2620 | 137 | 2690 |
| 6_report | 2620 | 124 | 2530 |
## through the flow
step	hold WS [ps]	std cells
floorplan	472	279
global placement	501	527
detailed placement	511	527
CTS	526	559
global route	558	559
finish	519	559
## repair_timing
item,4_1_cts,5_1_grt
hold endpoints to repair,0,0
endpoints found under the setup margin,0,16
resized,0,2
## how the worst max path moves through the flow
stage / from / to / slack [ps] / cells past startpoint
after global routing: cnt[0]$_SDFFE_PN0P_ / num[8]$_DFFE_PP_ / 80 / 6
after CTS: cnt[0]$_SDFFE_PN0P_ / num[8]$_DFFE_PP_ / 250 / 6
final: cnt[0]$_SDFFE_PN0P_ / num[8]$_DFFE_PP_ / 370 / 6
Power is estimated from default activity; no workload was simulated.
